[/design/flow/design.v]
`timescale 1ns / 1ps
 module AHB_Slave(Hclk,Hresetn,Hwrite,Hreadyin,Htrans,Haddr,Hwdata,Prdata,valid,Haddr1,Haddr2,Hwdata1,Hwdata2,Hrdata,Hwritereg,tempselx,Hresp);
input Hclk,Hresetn;
input Hwrite,Hreadyin;
input [1:0] Htrans;
input [31:0] Haddr,Hwdata,Prdata;
output reg valid;
output reg [31:0] Haddr1,Haddr2,Hwdata1,Hwdata2;
output [31:0] Hrdata; 
output reg Hwritereg;
output reg [2:0] tempselx;
output reg [1:0] Hresp;
parameter IDLE = 2'b00, 
          BUSY = 2'b01, 
          NON_SEQ = 2'b10, 
          SEQ = 2'b11;
parameter INTERURPT_CONTROLLER = 3'b001,
          COUNTER_TIMER = 3'b010,
          REMAP_PAUSE = 3'b100,
          UNDEFINED = 3'b000;
assign Hrdata = Prdata;
always @(posedge Hclk,negedge Hresetn)
begin
Hresp=1'b0;	
if (~Hresetn)
    begin
       Haddr1<=0;
	   Haddr2<=0;
	   Hwdata1<=0;
	   Hwdata2<=0;
	   Hwritereg<=0;
    end
else
    begin
       Haddr1<=Haddr;
	   Haddr2<=Haddr1;
	   Hwdata1<=Hwdata;
	   Hwdata2<=Hwdata1;
	   Hwritereg<=Hwrite;
    end
end
always @(Hreadyin,Haddr,Htrans,Hresetn)
begin
    if(!Hresetn)
        valid=1'b0;
	if (Hresetn && Hreadyin && (Haddr>=32'h8000_0000 && Haddr<32'h8C00_0000) && (Htrans != IDLE || Htrans != BUSY) )
	   valid=1'b1;
	else if(Haddr>32'h8C00_0000 || !Hreadyin || (Htrans == IDLE || Htrans == BUSY))
       valid=1'b0;
end
always @(Haddr,Hresetn)
begin
if (Hresetn && Haddr>=32'h8000_0000 && Haddr<32'h8400_0000)
    tempselx=INTERURPT_CONTROLLER;
else if (Hresetn && Haddr>=32'h8400_0000 && Haddr<32'h8800_0000)
    tempselx=COUNTER_TIMER;
else if (Hresetn && Haddr>=32'h8800_0000 && Haddr<32'h8C00_0000)
	tempselx=REMAP_PAUSE;
else if(Hresetn && Haddr>=32'h8C00_0000 && Haddr<32'hBFFF_FFFF)
    tempselx=UNDEFINED;
end
endmodule
`timescale 1ns / 1ps
module Bridge_top(Hclk,Hresetn,Hwrite,Hreadyin,Hready_out,Hwdata,Haddr,Htrans,Prdata,Penable,Pwrite,Pselx,Paddr,Pwdata,Hresp,Hrdata);
input Hclk,Hresetn,Hwrite,Hreadyin;
input [31:0] Hwdata,Haddr,Prdata;
input[1:0] Htrans;
output Penable,Pwrite,Hready_out;
output [1:0] Hresp; 
output [2:0] Pselx;
output [31:0] Paddr,Pwdata;
output [31:0] Hrdata;
wire valid,Hwritereg;
wire [31:0] Haddr1,Haddr2,Hwdata1,Hwdata2;
wire [2:0] tempselx;
AHB_Slave AHBSLAVE(.Hclk(Hclk),.Hresetn(Hresetn),.Hwrite(Hwrite),.Hreadyin(Hreadyin),.Htrans(Htrans),.Haddr(Haddr),.Hwdata(Hwdata),.Prdata(Prdata),.valid(valid),.Haddr1(Haddr1),.Haddr2(Haddr2),.Hwdata1(Hwdata1),.Hwdata2(Hwdata2),.Hrdata(Hrdata),.Hwritereg(Hwritereg),.tempselx(tempselx),.Hresp(Hresp));
APB_fsm APBFSM(.Hclk(Hclk),.Hresetn(Hresetn),.valid(valid),.Haddr1(Haddr1),.Haddr2(Haddr2),.Hwdata1(Hwdata1),.Hwdata2(Hwdata2),.Hwrite(Hwrite),.Hwritereg(Hwritereg),.tempselx(tempselx),.Pwrite(Pwrite),.Penable(Penable),.Pselx(Pselx),.Paddr(Paddr),.Pwdata(Pwdata),.Hready_out(Hready_out));
endmodule
`timescale 1ns / 1ps
module APB_fsm(Hclk,Hresetn,valid,Haddr1,Haddr2,Hwdata1,Hwdata2,Hwrite,Hwritereg,tempselx,Pwrite,Penable,Pselx,Paddr,Pwdata,Hready_out);
input Hclk,Hresetn,valid,Hwrite,Hwritereg;
input [31:0] Haddr1,Haddr2,Hwdata1,Hwdata2;
input [2:0] tempselx;
output reg Pwrite,Penable;
output reg Hready_out;  
output reg [2:0] Pselx;
output reg [31:0] Paddr,Pwdata;
reg [2:0] PRESENT_STATE,NEXT_STATE;
reg Penable_temp,Hready_out_temp,Pwrite_temp;
reg [2:0] Pselx_temp;
reg [31:0] Paddr_temp, Pwdata_temp,addr;
parameter ST_IDLE=3'b000;
parameter ST_WWAIT=3'b001;
parameter ST_READ= 3'b010;
parameter ST_WRITE=3'b011;
parameter ST_WRITEP=3'b100;
parameter ST_RENABLE=3'b101;
parameter ST_WENABLE=3'b110;
parameter ST_WENABLEP=3'b111;
always @(posedge Hclk)
begin
    if (~Hresetn)
        PRESENT_STATE<=ST_IDLE;
    else
        PRESENT_STATE<=NEXT_STATE;
end
always@(PRESENT_STATE,valid,Hwrite,Hwritereg)
begin
case(PRESENT_STATE)
    ST_IDLE:
        begin
            if (~valid)
                NEXT_STATE<=ST_IDLE;
            else if (valid && Hwrite)
                NEXT_STATE<=ST_WWAIT;
            else if (valid && ~Hwrite) 
                NEXT_STATE<=ST_READ;
        end    
    ST_WWAIT:
        begin
            if (~valid)
                NEXT_STATE<=ST_WRITE;
            else
                NEXT_STATE<=ST_WRITEP;
        end
    ST_READ:NEXT_STATE<=ST_RENABLE;
    ST_WRITE:
        begin
            if (~valid)
                NEXT_STATE<=ST_WENABLE;
            else
               NEXT_STATE<=ST_WENABLEP;
        end
    ST_WRITEP:NEXT_STATE<=ST_WENABLEP;
	ST_RENABLE:
        begin
            if (~valid)
                NEXT_STATE<=ST_IDLE;
            else if (valid && Hwrite)
                NEXT_STATE<=ST_WWAIT;
            else if (valid && ~Hwrite)
                NEXT_STATE<=ST_READ;
        end
	ST_WENABLE:
        begin
            if (~valid)
                NEXT_STATE<=ST_IDLE;
            else if (valid && Hwrite)
                NEXT_STATE<=ST_WWAIT;
            else if (valid && ~Hwrite)
                NEXT_STATE<=ST_READ;
        end
	ST_WENABLEP:
	   begin
		    if (~valid && Hwritereg)
		       NEXT_STATE<=ST_WRITE;
		    else if (valid && Hwritereg)
		       NEXT_STATE<=ST_WRITEP;
		    else if (~Hwritereg)
		       NEXT_STATE<=ST_READ;
	   end
	default:NEXT_STATE<=ST_IDLE;
  endcase
 end
always @(*)
 begin
    Penable_temp=1'b0;
    Hready_out_temp=1'b0;
    Pwrite_temp=1'b0;
    Pselx_temp=1'b0;
    Paddr_temp=1'b0;
    Pwdata_temp=1'b0;
   case(PRESENT_STATE)  
	ST_IDLE: Hready_out_temp=1'b1;
	ST_WWAIT:Hready_out_temp=1'b1;
	ST_READ: begin
	           Paddr_temp = Haddr1;
		       Pselx_temp = tempselx;
		       Hready_out_temp = 1'b0;
		     end
	ST_WRITE:begin
                Paddr_temp = Haddr1;
		        Hready_out_temp = 1'b0;
		        Pselx_temp = tempselx;
		        Pwdata_temp = Hwdata1;
		        Pwrite_temp = 1'b1;
		     end
	ST_WRITEP:begin
                Paddr_temp = Haddr2;
		        addr = Paddr_temp;
		        Pselx_temp = tempselx;
		        Pwdata_temp = Hwdata1;
		        Pwrite_temp = 1'b1;
		      end
	ST_RENABLE:begin
	              Penable_temp = 1'b1;
		          Hready_out_temp = 1'b1;
		          Paddr_temp = Haddr2;  
		          Pselx_temp = tempselx;
               end
	ST_WENABLEP:begin
			       Paddr_temp=addr;
				   Pwrite_temp=1'b1;
				   Pselx_temp=tempselx;
				   Penable_temp=1'b1;
				   Pwdata_temp=Hwdata2;
				   Hready_out_temp=1'b1;
				  end
	ST_WENABLE :begin
			       Paddr_temp=Haddr1;
			       Hready_out_temp=1'b1;
			       Pselx_temp=tempselx;
			       Pwdata_temp=Hwdata1;
				   Pwrite_temp=1'b1;
				   Penable_temp=1'b1;
				   end   
   endcase
 end
always @(posedge Hclk)
 begin
  if (~Hresetn)
   begin
    Paddr<=0;
	Pwrite<=0;
	Pselx<=0;
	Pwdata<=0;
	Penable<=0;
	Hready_out<=0;
   end
  else
   begin
    Paddr<=Paddr_temp;
	Pwrite<=Pwrite_temp;
	Pselx<=Pselx_temp;
	Pwdata<=Pwdata_temp;
	Penable<=Penable_temp;
	Hready_out<=Hready_out_temp;
   end
 end
endmodule
[/design/flow/run.sh]
#!/bin/bash
# OpenROAD 26Q1-2900-gdf79404cd8, Yosys 0.63+post, stock flow scripts
make -C /OpenROAD-flow-scripts/flow DESIGN_CONFIG=/design/flow/config.mk WORK_HOME=/design/flow/orfs finish
[/design/flow/config.mk]
export PLATFORM = sky130hd
export DESIGN_NAME = Bridge_top
export DESIGN_NICKNAME = Bridge_top
export VERILOG_FILES = /design/flow/design.v
export SDC_FILE = /design/flow/constraint.sdc
export NUM_CORES = 4
export LEC_CHECK = 1
export CORE_UTILIZATION = 50
[/design/flow/constraint.sdc]
current_design Bridge_top

set clk_period 4.0
set clk_io_pct 0.2

create_clock -name clk0 -period $clk_period [get_ports {Hclk}]

set non_clock_inputs [all_inputs -no_clocks]
set_input_delay [expr $clk_period * $clk_io_pct] -clock clk0 $non_clock_inputs
set_output_delay [expr $clk_period * $clk_io_pct] -clock clk0 [all_outputs]
==> impl_metrics.toml <==
# synthesis and place-and-route metrics
[final_timing]
final_hold_viol_count = 0
worstMarginPinSlew_ps = 764
setup_slack_ps = 1900
clock_skew_ps = 13.4
period_minus_slack_ps = 2100
totalNegativeSetupSlack_ps = 0
unclocked_pins = 39
drv_slew = 0
clock.fmax_ghz = 0.476
untimed_endpoints = 39
period_used_pct = 52.5
setup_viol = 0
relSlewSlack_pct = 49.0
rsz0062_at_grt = "false"

[finish]
drive_gt1_share_pct = 7.02
n_fill_cell = 1036
design_area_um2 = 9250
area_growth_pct = 28.0

[setup_path]
r2r_cells = 6
crit_buf_inv = 1
crit_family = "buffers and inverters"
max_stage_delay_ps = 480
cp_data_arrival_time_ps = 1300
end_kind = "output port"
worstSetupPathDepth = 1
start_kind = "flip-flop"
required_ps = 3200
critPathKind = "reg2out"
cp_max_fo = 1
critical_path.cell_chain = "clkdlybuf4s50_1"
critPathSlowestCell = "clkdlybuf4s50_1"

[worst_hold_path]
worstHoldPathType = "in2async"

[synth]
top_cells_by_area = "dfrtp_1, dfxtp_1, dlxtn_1"
synth_async_sr_flop_share_pct = 53.5
yosysUniqueCellTypes = 40
ys_area_um2 = 7220
yosys_cells = 573
synth.top_cell.area_share_pct = 44.7
top_cell = "dfrtp_1"
synthesis.instances = 573
ys_warn_count = 2
ys_ff = 241
synth.avg_cell_area_um2 = 12.6
synth_area_leader_cell = "dfrtp_1"
syn_area_um2 = 7220
synthTopCellsByCount = "dfrtp_1, dfxtp_1, nor2_1"
ys.flop_type = "dfrtp_1"
edf_count = 0

[placed_design]
place_congestion = 0.796
dp_hpwl_um = 8580
dp_slack_ps = 1690
placed_cell_area_um2 = 8550
io_buffers = 138

[clocking]
cts_setup_buffers = 0
clockBufferDepth = 3
clock_latency_ps = 490
hold_buffers = 0
cts_made_buffers = 21
cts-root-buf = "clkbuf_16"
tritoncts = "built"
htree_num_levels = 1
ctsResizeCount = 0
path_clk_slew_ps = 60

[global_route]
antenna_found_initial = 0
grt_pass1_wl_um = 23000
grt-ovfl-total = 0
grt_pass1_vias = 4494
grt_max_degree = 116
grt_usage_pct = 21.0

[job]
max-cap-violations = 0
warning_count = 29

[drt]
drt_wl_total_um = 14300
via_per_inst = 5.18
drc = 0
drtPass1Iterations = 4
detail-route-antenna-nets = 0
drtIter0Drc = 226
num_antenna_cells = 0
vias = 4548
wire_per_inst_um = 16.3

[die]
core_um2 = 14000
fp.dieW_um = 122
dieHeight_um = 122
ioPinCount = 206
rows = 43
fp_util_pct = 51.6
chip_area_um2 = 14900

[power_and_ir_drop]
power_density_nw_per_um2 = 460
leakage_nw = 3.74
ir_drop_uv = 289
total_power_mw = 4.25

[outcome]
status = "complete, no violations"
-- final timing paths --
check / from / to / slack (ps)
worst max-delay path: APBFSM.Paddr[22] / Paddr[22] / 1900
worst max register to register: APBFSM.PRESENT_STATE[1] / APBFSM.PRESENT_STATE[1] / 2100
min in group clk0: AHBSLAVE.Haddr1[4] / AHBSLAVE.Haddr2[4] / 370
max in group asynchronous: Hresetn / AHBSLAVE.Haddr2[27] / 2960
worst min-delay path: Hresetn / AHBSLAVE.Hwdata2[12] / 180
worst min register to register: AHBSLAVE.Haddr1[4] / AHBSLAVE.Haddr2[4] / 370
-- layout make-up --
cell class | instances | area [um^2] | share of cell area (%)
flip-flops and latches | 241 | 5280 | 57.0
repair buffers | 147 | 1460 | 15.8
multi-input cells | 237 | 1460 | 15.7
clock buffers | 31 | 613 | 6.63
well taps | 180 | 225 | 2.43
inverters | 36 | 135 | 1.46
clock inverters | 6 | 83.8 | 0.906
-- cells by family after synthesis --
kind of cell           count (synthesis)  share of synthesized area, %
other                                  1                        0.0519
latches                               39                          8.11
buffers and inverters                 99                          7.10
AOI/OAI and AO/OA                    110                          11.7
muxes                                  1                         0.156
and+or+nand+nor                      121                          7.97
DFF                                  202                          64.9
-- state kept, by name, indices dropped and copies added, names as in the netlist, 32 cells and up --
name              cells
APBFSM.Paddr         32
APBFSM.Pwdata        32
AHBSLAVE.Hwdata2     32
AHBSLAVE.Haddr2      32
AHBSLAVE.Hwdata1     32
APBFSM.addr          32
AHBSLAVE.Haddr1      32
-- cells in the final DEF (no fill, tap or decap), types with 2 or more instances in the layout --
master	netlist	routed
a21oi_1	5	5
a22oi_1	63	63
and2_1	3	3
and4_1	2	2
buf_4	34	8
bufinv_16	0	2
clkbuf_1	14	5
clkbuf_16	0	21
clkbuf_8	0	5
clkdlybuf4s50_1	0	137
clkinv_2	0	3
conb_1	1	5
dfrtp_1	129	129
dfxtp_1	73	73
dlxtn_1	39	39
inv_1	34	34
inv_2	2	2
nand2_1	14	14
nand2b_1	3	3
nand3_1	3	3
nand4_1	8	8
nand4b_1	2	2
nor2_1	69	69
nor3_1	2	2
nor3b_1	2	2
nor4_1	6	6
nor4b_1	2	2
o21ai_0	2	2
o21ai_2	1	2
o2bb2ai_1	31	31
-- through the flow --
step,cells,hold WS (ps),utilization [%]
floorplan,577,350,-
global placement,841,358,61.1
detailed placement,841,360,61.1
CTS,878,169,66.1
global route,878,175,66.1
finish,878,177,66.1
-- metal layers --
layer | global-route usage [%] | share of wire [%]
met5 | 0 | 0
met4 | 3.28 | 1.6
met3 | 5.25 | 7.5
met2 | 31.8 | 47
met1 | 33.8 | 44
-- power by group --
| part | internal, mW | switching (mW) | total [mW] |
|---|---|---|---|
| clock | 1.19 | 0.739 | 1.93 |
| combinational | 0.0890 | 0.0782 | 0.167 |
| sequential | 2.13 | 0.0339 | 2.16 |
Power and IR drop assume default switching activity.
